$ cat ./config.mk
export PLATFORM = sky130hd
export DESIGN_NAME = alu
export DESIGN_NICKNAME = alu
export VERILOG_FILES = /design/flow/design.v
export SDC_FILE = /design/flow/constraint.sdc
export NUM_CORES = 4
export LEC_CHECK = 1
export CORE_UTILIZATION = 30
export SYNTH_HDL_FRONTEND = slang
$ cat ./constraint.sdc
current_design alu

set clk_period 28.7
set clk_io_pct 0.2

create_clock -name clk0 -period $clk_period

set non_clock_inputs [all_inputs -no_clocks]
set_input_delay [expr $clk_period * $clk_io_pct] -clock clk0 $non_clock_inputs
set_output_delay [expr $clk_period * $clk_io_pct] -clock clk0 [all_outputs]
$ cat ./design.v
package riscv_pkg;
typedef enum logic [3:0] {
   NOP     = 0,
   UNKNOWN = 1,
   ADDI    = 2,
   LUI     = 3,
   SB      = 4,
   LBU     = 5,
   BEQ     = 6,
   BNE     = 7,
   JAL     = 8,
   JALR    = 9
} t_risc_v_op;
typedef enum logic {
    ADD   = 0,
    SUB   = 1
 } t_alu;
 parameter int data_width_p = 32;
 parameter int addr_p = 10;
 parameter int byte_addr_p = addr_p + 2;
endpackage
module alu 
import riscv_pkg::*;
(
    input t_alu op_i,
    input logic [31:0] src1_i,
    input logic [31:0] src2_i,
    output logic [31:0] result_o
); 
always @(*) begin: ALU_PROC
    case (op_i)
       ADD : 
       begin
        result_o <= src1_i + src2_i;
       end
       SUB:
       begin
        result_o <= src1_i - src2_i;
        end
        default:
        begin
            result_o <= 'x;
        end
    endcase
end: ALU_PROC
endmodule
$ cat ./run.sh
#!/bin/bash
# OpenROAD 26Q1-2900-gdf79404cd8, Yosys 0.63+post, stock flow scripts
make -C /OpenROAD-flow-scripts/flow DESIGN_CONFIG=/design/flow/config.mk WORK_HOME=/design/flow/orfs finish
==> results_slide.txt <==
Flow Results at a Glance

Outcome
  – Status: finished, final reports clean

Logic synthesis
  – Synth Instances: 348
  – Synth warn: 0
  – Largest area contributor in the netlist: ha_1
  – Most instantiated cells after synthesis: a21oi_1, xnor2_1, nor2_1
  – Top-count cell post-synth: a21oi_1
  – Unique cell types: 51
  – Yosys Chip Area: 2360 µm²
  – Mean area per synthesized cell: 6.77 µm²
  – Yosys Instances: 348
  – Top cell area share: 17.0%
  – Post-synthesis sequential area ratio: 0%
  – Post-synth area hogs: ha_1, xnor2_1, a21oi_1
  – Cell Area, Synth: 2360 µm²

Floorplan
  – Vert. Die Dim: 90.6 µm
  – Init Core Util: 31.8%
  – I/O pin count: 97
  – Row count: 31
  – Die X: 90.6 µm
  – Full die area: 8220 µm²
  – Core Region: 7410 µm²

Clock tree
  – Setup bufs post-CTS: 0
  – CTS Hold Bufs: 0
  – Post-CTS sizing: 0

Critical path
  – CP peak stage delay: 0.58 ns
  – CP Data Arrival Time: 10.36 ns
  – Critical path cell sequence: clkdlybuf4s50_1, or4_4, or3_4, nor2_2, nand2_1, nor3_1, a21oi_1, xnor2_1, ha_1, nand3_1, or3_1, o21ai_2, a311oi_1, o31ai_1, xor2_1, clkdlybuf4s50_1
  – Required time of the critical path: 22.96 ns
  – Critical Path End Type: primary output
  – Most frequent CP cell: clkdlybuf4s50_1
  – Crit path kind: in -> out
  – CP Launch Type: input pin
  – Critical path's top delay family: simple AND/OR/NAND/NOR gates
  – CP max stage cell: or4_4
  – CP Buf/Inv Count: 2
  – Critical Path Fanout Max: 7

Min path
  – Hold Path Cell Cnt: 5
  – Hold Crit Endpoint: result_o[0]
  – Hold Crit Start: src1_i[0]
  – Hold Path Class: in -> out

Final timing
  – Setup ws final: 12.60 ns
  – Final Slew Violations: 0
  – Final Cycle Share: 56.1%
  – Post-route setup TNS: 0 ns
  – Fmax: 62.1 MHz
  – Final min period: 16.10 ns
  – Final Hold Fails: 0
  – Actual slew at the worst max-slew pin: 0.891 ns
  – Final setup fails: 0
  – RSZ-0062 raised after global routing: false
  – Slew HR: 39.8%

GRT
  – Initial antenna violation count: 0
  – Remaining global-route overflow: 0
  – Gr usage total: 16.9%
  – Pin count of the biggest net entering global routing: 32
  – Global-route wire length before repair: 11,500 µm
  – Vias in the first global route: 2,496

Finish
  – Registers: 0
  – Final-layout clock buffer total: 0
  – Area grow syn2layout: 44.9%
  – Reg area: 0 µm²
  – Fill cell count: 756
  – Layout cells sized above 1: 3.22%
  – Final cell count without fillers: 534

Power and ir drop
  – Pwr/cell area: 30.0 nW/µm²
  – Pleak: 1.31 nW
  – Final Power: 102 µW
  – Highest ir drop seen on vdd: 0.0122 mV

Placed design
  – Placed cell count: 534
  – Half-perimeter wire length after placement: 6120 µm
  – Routability cong.: 0.948
  – Setup WS pre-CTS: 12.59 ns
  – # port buffers: 97

Drt
  – Antenna Nets Post-Route: 0
  – DRT Pass-1 Iters: 4
  – Iter 0 DRT Violations: 160
  – DR WL/cell: 13.2 µm
  – Vias per cell: 5.16
  – Vias: 2,757
  – DRC viols: 0
  – Antenna Cells: 0
  – Routed Wire Length: 7040 µm

Run
  – Maxcap violations: 0
  – Log Warnings: 32
## layer usage
layer	up-vias	track usage [%]	part of all wire (%)
met5	-	0	0
met4	0	0.538	0.37
met3	2	1.45	6.6
met2	89	26.0	43
met1	1218	26.7	50
li1	1448	-	-
## placed cells by master, fill, tap and decap left out, types with 7 or more instances in the layout
cell,synthesis,final
a21o_1,7,7
a21oi_1,45,45
a31oi_1,7,7
clkdlybuf4s50_1,0,97
ha_1,32,32
inv_1,15,15
nand2_1,24,24
nand3_1,9,9
nor2_1,38,38
nor3_1,17,17
o21ai_0,17,17
xnor2_1,42,42
xor2_1,15,15
## report_power, final
group | switching (mW) | internal, mW
registers | 0 | 0
clock network | 0 | 0
logic | 0.0430 | 0.0595
total | 0.0430 | 0.0595
## logic make-up after synthesis
kind of cell,count (synthesis),share of synthesized area [%]
muxes,2,0.902
adders and majority gates,33,17.8
xor gates and xnor gates,58,21.9
and+or+nand+nor,124,27.2
AOI/OAI and AO/OA,105,28.0
buffers and inverters,26,4.25
## stage by stage
stage / utilization (%) / instance area (µm²) / hold WS, ns
floorplan: - / 2360 / 11.59
global placement: 46.1 / 3420 / 12.47
detailed placement: 46.1 / 3420 / 12.47
CTS: 46.1 / 3420 / 12.48
global route: 46.1 / 3420 / 12.53
finish: 46.1 / 3420 / 12.47
## worst max path at each step
stage         start            to  slack (ns)  cells after the start
4_1_cts   src2_i[3]  result_o[30]       12.56                     15
6_report  src2_i[3]  result_o[25]       12.60                     16
5_1_grt   src2_i[3]  result_o[25]       12.24                     16
## tightest hold or removal path, cell delays in order
cell and delay [ns]:
clkdlybuf4s50_1 0.40, inv_1 0.06, ha_1 0.12, inv_1 0.03, clkdlybuf4s50_1 0.38
## area by class of cell
type / instances / area (µm²) / share of cell area [%]
well taps: 99 / 124 / 3.63
repair buffers: 98 / 978 / 28.6
inverters: 15 / 56.3 / 1.65
multi-input cells: 322 / 2260 / 66.1
No activity file was given, so power comes from the tool's default toggle rates.
